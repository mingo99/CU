===== ./config.mk =====
export PLATFORM = sky130hd
export DESIGN_NAME = rf_ifm
export DESIGN_NICKNAME = rf_ifm
export VERILOG_FILES = /design/flow/design.v
export SDC_FILE = /design/flow/constraint.sdc
export NUM_CORES = 4
export LEC_CHECK = 1
export CORE_UTILIZATION = 40
export SYNTH_HDL_FRONTEND = slang

===== ./constraint.sdc =====
current_design rf_ifm

set clk_period 1.1
set clk_io_pct 0.2

create_clock -name clk0 -period $clk_period [get_ports {clk}]

set non_clock_inputs [all_inputs -no_clocks]
set_input_delay [expr $clk_period * $clk_io_pct] -clock clk0 $non_clock_inputs
set_output_delay [expr $clk_period * $clk_io_pct] -clock clk0 [all_outputs]

===== ./design.v =====
typedef logic [32-1:0] sum_t;
typedef logic signed [7:0] mult_t;
typedef logic signed [32-1:0] sum_q[$];
module rf_ifm #(
    parameter COL = 8
) (
    input                     clk,
    input                     rstn,
    input  signed [COL*8-1:0] ifm_in,
    input                     ifm_read,
    output signed [COL*8-1:0] ifm_buf
);
    reg signed [COL*8-1:0] ifm_buf_reg;
    assign ifm_bud = ifm_buf_reg;
    always @(posedge clk or negedge rstn)
        if (~rstn) begin
            ifm_buf_reg <= 0;
        end else if (ifm_read) begin
            ifm_buf_reg <= ifm_in;
        end else begin
            ifm_buf_reg <= ifm_buf_reg;
        end
    assign ifm_buf = ifm_buf_reg;
endmodule

===== ./run.sh =====
#!/bin/bash
# OpenROAD 26Q1-2900-gdf79404cd8, Yosys 0.63+post, stock flow scripts
make -C /OpenROAD-flow-scripts/flow DESIGN_CONFIG=/design/flow/config.mk WORK_HOME=/design/flow/orfs finish

==> results.py <==
# Flow results
metrics = {
    "sta": {
        "hold_violations": 0,
        "worstMarginPinSlew_ps": 458,
        "fin_skew_ps": 0,
        "worst_slack_ps": 42.9,
        "finalSetupViolCount": 0,
        "min_period_over_period_pct": 96.1,
        "relSlewSlack_pct": 69.4,
        "rsz0062_at_grt": "true",
        "maxSlewViolCount": 0,
        "tns_ps": 0,
        "holdWs_ps": 372,
        "fmax_mhz": 946,
        "period_needed_ps": 1060,
    },
    "job": {
        "warnings": 28,
        "maxCapViolations": 0,
    },
    "cells_and_area": {
        "utilization_pct": 63.8,
        "layout.area.comb_sq_um": 946,
        "drive_gt1_share_pct": 57.2,
        "fill_cells": 528,
        "syn_to_final_growth_pct": 53.1,
        "largest_reg_flops": 64,
        "postLayoutCellArea_sq_um": 4100,
        "regArea_sq_um": 1600,
        "fin_cells": 383,
    },
    "synth": {
        "synth_cell_types": 5,
        "syn-cell-area_sq_um": 2680,
        "simple_gate_share_pct": 0,
        "compound_area_share_pct": 0,
        "synth.top_cell.area_share_pct": 59.8,
        "ys_area_sq_um": 2680,
        "ys.warnings.count": 0,
        "ys_top_logic_family": "multiplexers",
        "adder_share_pct": 0,
        "top_area_cell": "dfrtp_1",
        "yosys-top-cells-area": "dfrtp_1 (60%), mux2_4 (34%), buf_12 (4.5%)",
        "ys_cells": 135,
        "synth-seq-area-share_pct": 59.8,
        "synth_cells": 135,
        "ys.flops": 64,
        "mux_share_pct": 35.3,
        "synth-xor-area-share_pct": 0,
        "syn_area_per_cell_sq_um": 19.8,
    },
    "place": {
        "dp_hpwl_mm": 3.79,
        "place_ws_ps": 39.8,
        "port_buffers": 130,
        "gp_congestion": 0.731,
        "place_area_sq_um": 4030,
        "placed_cells": 341,
    },
    "worst_setup_path": {
        "worstPathMaxFanout": 2,
        "arrival_ps": 840,
        "required_ps": 880,
        "critPathMaxStageDelay_ps": 380,
        "crit_chain": "buf_2",
        "critical_path_class": "flip-flop to output port",
        "startpoint_type": "flip-flop",
        "critical-path-top-delay-family": "flip-flops",
        "worst-path-buf-inv": 1,
        "end_kind": "output port",
        "critPathSlowestCell": "dfrtp_1",
    },
    "pwr": {
        "pwr-share-seq_pct": 47.4,
        "power_density_nw_per_um2": 1390,
        "clkPwrFrac_pct": 33.4,
        "power_mw": 5.70,
        "swShare_pct": 21.9,
        "power.switching_mw": 1.25,
        "intPower_mw": 4.45,
        "power.leakage_nw": 2.03,
        "p_comb_share_pct": 19.2,
        "ir_worst_vdd_mv": 0.857,
    },
    "clock_network": {
        "numCtsBuffers": 9,
        "cts-root-buf": "clkbuf_8",
        "cts.reportedPaths.clkPinSlew_ps": 70,
        "clkLatencyLatePin_ps": 320,
        "h-tree-depth": 3,
        "clockBufferDepth": 2,
        "tritoncts": "yes",
        "cts.sinks": 64,
    },
    "floorplan": {
        "fp-utilization_pct": 41.7,
        "rows": 29,
        "die_area_sq_um": 7030,
        "die_h_um": 83.8,
        "core_sq_um": 6420,
        "ios": 131,
        "die_width_um": 83.8,
    },
    "run_status": {
        "status": "completed",
    },
    "global_route": {
        "grt_start_max_net_pins": 30,
        "grt-ovfl-total": 0,
        "grt_pass1_vias": 1752,
        "grt_usage_pct": 17.9,
        "antenna_found_initial": 0,
        "grt_pass1_wl_mm": 9.54,
    },
    "route": {
        "drc": 0,
        "vias_per_cell": 4.42,
        "drtPass1Iterations": 25,
        "vias": 1694,
        "n_antenna_cell": 0,
        "ant_nets": 0,
        "post_drt_wl_per_cell_um": 14.8,
        "drtIter0Drc": 42,
        "drt_wl_total_mm": 5.68,
    },
    "min_path": {
        "hp-class": "input port to asynchronous set/reset pin",
    },
}
==> layout by cell type, fill, tap and decap left out, drive strengths merged <==
| master | n |
|---|---|
| buf | 95 |
| dfrtp | 64 |
| clkdlybuf4s50 | 64 |
| mux2 | 64 |
| clkbuf | 11 |
| clkinv | 3 |
| clkinvlp | 2 |
| dlygate4sd3 | 2 |
| bufinv | 1 |
==> routing by layer <==
metal	GRT usage [%]	routed length, um	vias to the layer above	share of wire [%]
met5	0	0	-	0
li1	-	-	800	-
met3	3.61	438	11	7.7
met2	25.4	2560	66	45
met4	2.98	116	0	2.0
met1	30.4	2560	817	45
==> worst register-to-register path, stage by stage, from the launching register on <==
cell and delay, ps:
dfrtp_1 370, buf_4 130, buf_4 120, mux2_4 250
==> path summary, 6_finish.rpt <==
path                                         start  slack, ps                 endpoint  cells past startpoint
min reg2reg                ifm_buf[15]$_DFFE_PN0P_        500  ifm_buf[15]$_DFFE_PN0P_                      1
max                        ifm_buf[36]$_DFFE_PN0P_         40              ifm_buf[36]                      1
max reg2reg                ifm_buf[11]$_DFFE_PN0P_        120  ifm_buf[11]$_DFFE_PN0P_                      3
min in group clk0                         ifm_read        380  ifm_buf[25]$_DFFE_PN0P_                      3
min                                           rstn        370  ifm_buf[60]$_DFFE_PN0P_                      2
max in group asynchronous                     rstn        350  ifm_buf[30]$_DFFE_PN0P_                      3
==> Yosys cell counts <==
cell	n
buf_6	1
mux2_4	60
buf_12	6
mux2_2	4
dfrtp_1	64
==> kinds of logic (layout without fill, tap and decap cells) <==
logic type  count (synthesis)  count (layout)
buf+inv                     7             178
mux                        64              64
flops                      64              64
==> timing repair <==
action	CTS	global route
resized	192	1
hold endpoints to repair	10	0
endpoints found under the setup margin	64	4
hold buffers	2	0
buffers inserted	22	2
==> area by class of cell <==
type / count / area share, %
clock buffer: 10 / 3.11
multi-input combinational: 64 / 23.1
tap: 77 / 2.35
sequential: 64 / 39.1
timing repair buffer: 162 / 30.9
clock inverter: 6 / 1.46
==> power groups by stage <==
stage                 Clock, mW  Combinational (mW)  Sequential (mW)
after CTS                  1.97                1.11             2.70
after global routing       2.08                1.18             2.73
final                      1.90                1.09             2.70
No activity file was given, so power comes from the tool's default toggle rates.
