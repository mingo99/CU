**/design/flow/config.mk**
```make
export PLATFORM = sky130hd
export DESIGN_NAME = pea_ctrl
export DESIGN_NICKNAME = pea_ctrl
export VERILOG_FILES = /design/flow/design.v
export SDC_FILE = /design/flow/constraint.sdc
export NUM_CORES = 4
export LEC_CHECK = 1
export CORE_UTILIZATION = 40
export SYNTH_HDL_FRONTEND = slang
```
**/design/flow/constraint.sdc**
```tcl
current_design pea_ctrl

set clk_period 4.8
set clk_io_pct 0.2

create_clock -name clk0 -period $clk_period [get_ports {clk}]

set non_clock_inputs [all_inputs -no_clocks]
set_input_delay [expr $clk_period * $clk_io_pct] -clock clk0 $non_clock_inputs
set_output_delay [expr $clk_period * $clk_io_pct] -clock clk0 [all_outputs]
```
**/design/flow/design.v**
```verilog
typedef logic [32-1:0] sum_t;
typedef logic signed [7:0] mult_t;
typedef logic signed [32-1:0] sum_q[$];
module pea_ctrl #(
    parameter COL           = 8,
    parameter TILE_LEN      = 16,
    parameter CHN_WIDTH     = 4,
    parameter CHN_OFT_WIDTH = 6,
    parameter FMS_WIDTH     = 8,
    parameter TC_COL_WIDTH  = 6,    
    parameter TC_ROW_WIDTH  = 6,
    parameter PC_COL_WIDTH  = 4,    
    parameter PC_ROW_WIDTH  = 4
) (
    input wire                 clk,
    input wire                 rstn,
    input wire [CHN_WIDTH-1:0] chi,
    input wire [CHN_WIDTH-1:0] cho,
    input wire                 stride,
    input wire [FMS_WIDTH-1:0] ifm_size,    
    input wire                 start_conv,
    input wire [PC_ROW_WIDTH-1:0] tile_row_offset,
    input wire [PC_COL_WIDTH-1:0] tile_col_offset,
    input wire [TC_ROW_WIDTH-1:0] tc_row_max,
    input wire [TC_COL_WIDTH-1:0] tc_col_max,
    output wire           ifm_read,
    output wire           wgt_read,
    output wire [COL-1:0] pvalid,
    output wire           ic_done,
    output wire           oc_done,
    output wire           conv_done
);
    localparam CH_CNT_WIDTH = CHN_WIDTH + CHN_OFT_WIDTH;
    wire [FMS_WIDTH-1:0] ofm_size;
    assign ofm_size = stride ? ((ifm_size - 1) >> 1) + 1'b1 : ifm_size;
    wire [CH_CNT_WIDTH-1:0] ic_num, oc_num;
    assign ic_num = (chi << CHN_OFT_WIDTH) - 1'b1;
    assign oc_num = (cho << CHN_OFT_WIDTH) - 1'b1;
    reg [TC_ROW_WIDTH-1:0] tc_row;
    reg [TC_COL_WIDTH-1:0] tc_col;
    wire tile_row_last, tile_col_last;
    assign tile_row_last = tc_row == tc_row_max;
    assign tile_col_last = tc_col == tc_col_max;
    wire tile_done, tile_ver_done;
    wire [TC_ROW_WIDTH-1:0] tc_row_nxt = conv_done ? 'b0 : tc_row + tile_ver_done;
    wire [TC_COL_WIDTH-1:0] tc_col_nxt = tile_ver_done ? 'b0 : tc_col + tile_done;
    always @(posedge clk or negedge rstn) begin
        if (!rstn) begin
            tc_row <= 'b0;
            tc_col <= 'b0;
        end else begin
            tc_row <= tc_row_nxt;
            tc_col <= tc_col_nxt;
        end
    end
    reg [PC_COL_WIDTH-1:0] pc_col;
    wire [PC_COL_WIDTH-1:0] pc_col_max, pc_col_nxt;
    wire cnt_valid;
    assign pc_col_max = tile_col_last & (|tile_col_offset) ? tile_col_offset - 1 : TILE_LEN - 1;
    assign pc_col_nxt = ic_done ? 'b0 : pc_col + cnt_valid;
    always @(posedge clk or negedge rstn) begin
        if (!rstn) begin
            pc_col <= 'b0;
        end else begin
            pc_col <= pc_col_nxt;
        end
    end
    wire ic_last, oc_last;
    reg [CH_CNT_WIDTH-1:0] ic_cnt, oc_cnt;
    wire [CH_CNT_WIDTH-1:0] ic_cnt_nxt, oc_cnt_nxt;
    assign ic_cnt_nxt = ic_done ? (ic_last ? 'b0 : ic_cnt + 1'b1) : ic_cnt;
    assign oc_cnt_nxt = oc_done ? (oc_last ? 'b0 : oc_cnt + 1'b1) : oc_cnt;
    assign ic_last = (ic_cnt == ic_num);
    assign oc_last = oc_cnt == oc_num;
    always @(posedge clk or negedge rstn) begin
        if (!rstn) begin
            ic_cnt <= 'b0;
            oc_cnt <= 'b0;
        end else begin
            ic_cnt <= ic_cnt_nxt;
            oc_cnt <= oc_cnt_nxt;
        end
    end
    wire pc_col_last = pc_col == (TILE_LEN - 1);
    reg [4:0] conv_done_reg;
    always @(posedge clk or negedge rstn) begin
        if (!rstn) conv_done_reg <= 'b0;
        else conv_done_reg <= {conv_done_reg[3:0], conv_done};
    end
    localparam IDLE = 3'b001;
    localparam FLUSH = 3'b010;
    localparam CALC = 3'b100;
    reg [2:0] curr_state, next_state;
    always @(posedge clk or negedge rstn) begin
        if (!rstn) begin
            curr_state <= IDLE;
        end else begin
            curr_state <= next_state;
        end
    end
    always @(*) begin
        case (curr_state)
            IDLE: begin
                if (start_conv) next_state = FLUSH;
                else next_state = IDLE;
            end
            FLUSH: begin
                next_state = CALC;
            end
            CALC: begin
                if (conv_done) next_state = IDLE;
                else if (ic_done) next_state = FLUSH;
                else next_state = CALC;
            end
            default: next_state = IDLE;
        endcase
    end
    reg ifm_rd_col_msk_pre;
    always @(posedge clk or negedge rstn) begin
        if (!rstn) ifm_rd_col_msk_pre <= 1'b1;
        else if (ifm_rd_col_msk_pre)
            ifm_rd_col_msk_pre <= (pc_col_max==(TILE_LEN-1)) | ~((pc_col == (pc_col_max - 1) & cnt_valid));
        else ifm_rd_col_msk_pre <= ic_done;
    end
    wire ifm_rd_col_msk;
    assign ifm_rd_col_msk = tile_col_last ? ifm_rd_col_msk_pre | ic_done : ifm_rd_col_msk_pre;
    assign ifm_read = (|curr_state[2:1]) & (~ic_done) & ifm_rd_col_msk;
    assign wgt_read = curr_state[1];
    assign cnt_valid = curr_state[2];
    reg pvalid_s1;
    always @(posedge clk or negedge rstn) begin
        if (!rstn) pvalid_s1 <= 'b0;
        else pvalid_s1 <= cnt_valid;
    end
    reg pvalid_s2_reg;
    always @(posedge clk or negedge rstn) begin
        if (!rstn) begin
            pvalid_s2_reg <= 'b0;
        end else if (cnt_valid) begin
            pvalid_s2_reg <= ~pvalid_s2_reg;
        end
    end
    wire pvalid_s2, pvalid_unmsk;
    assign pvalid_s2 = pvalid_s1 & pvalid_s2_reg;
    assign pvalid_unmsk = stride ? pvalid_s2 : pvalid_s1;
    reg pvld_col_msk_pre;
    always @(posedge clk or negedge rstn) begin
        if (!rstn) pvld_col_msk_pre <= 1'b1;
        else if (pvld_col_msk_pre)
            pvld_col_msk_pre <= (pc_col_max==(TILE_LEN-1)) | ~((pc_col == pc_col_max) & cnt_valid);
        else pvld_col_msk_pre <= ic_done;
    end
    reg pvld_col_msk;
    always @(posedge clk or negedge rstn) begin
        if (!rstn) pvld_col_msk <= 1'b1;
        else pvld_col_msk <= pvld_col_msk_pre;
    end
    wire pvalid_single;
    assign pvalid_single = pvalid_unmsk & pvld_col_msk;
    reg pvld_row_msk_vld;
    always @(posedge clk or negedge rstn) begin
        if (!rstn) pvld_row_msk_vld <= 'b0;
        else pvld_row_msk_vld <= tile_row_last & (|tile_row_offset);
    end
    wire [COL-1:0] pvld_row_msk;
    assign pvld_row_msk = pvld_row_msk_vld ? ({COL{1'b1}} >> (COL - tile_row_offset)) : {COL{1'b1}};
    assign pvalid = {COL{pvalid_single}} & pvld_row_msk;
    assign ic_done = pc_col_last & cnt_valid;
    assign oc_done = ic_last & ic_done;
    assign tile_done = oc_last & oc_done;
    assign tile_ver_done = tile_col_last & tile_done;
    assign conv_done = tile_row_last & tile_ver_done;
endmodule
```
**/design/flow/run.sh**
```bash
#!/bin/bash
# OpenROAD 26Q1-2900-gdf79404cd8, Yosys 0.63+post, stock flow scripts
make -C /OpenROAD-flow-scripts/flow DESIGN_CONFIG=/design/flow/config.mk WORK_HOME=/design/flow/orfs finish
```
==> qor.yml <==
grt:
  grt_util_met3: 0.0242
  track_usage: 0.159
  grt_pass1_wl_um: 9400
  grt_antenna_before_repair: 0
  grt-ovfl-total: 0
  grt_max_degree: 46
  busiest_layer: "met2"
  grt_pass1_vias: 2115
  use_met2: 0.266
  use_met1: 0.236
detailed_routing:
  num_antenna_cells: 0
  ant_nets: 0
  wl_um: 5230
  vias_per_cell: 4.89
  drt_iter0_drc: 66
  first_pass_iters: 6
  drc: 0
  routedWlPerCell_um: 11.8
  num_vias: 2165
final_layout:
  fin_area_um2: 3520
  final_core_util: 0.515
  comb_area_um2: 1640
  fin_cells: 443
  regArea_um2: 1130
  reg.largest.list: "ic_cnt x10, oc_cnt x10"
  syn2layout_area_growth_pct: 23.0
  drive_gt1_frac: 0.0836
  nFillCells: 647
floorplan:
  fp.dieH_um: 86.5
  fp.dieW_um: 86.5
  ios: 53
  core_area_um2: 6830
  num_rows: 30
  chip_area_um2: 7490
  initial_utilization: 0.418
final_timing:
  slew_headroom: 0.610
  whs_ns: 0.382
  setup_ws_ns: 0.685
  fin_crit_sh: 0.857
  finalClockSkew_ns: 0.00821
  finalSetupTns_ns: 0
  setup_violations: 0
  rsz0062_at_grt: "false"
  finalMaxSlewViolations: 0
  max_freq_ghz: 0.243
  hold_viol_final: 0
  tightest_slew_ns: 0.584
  post-route-min-period_ns: 4.11
clocking:
  clock_sinks: 45
  post_cts_buffers: 0
  cts_resized: 0
  clockRootBuffer: "clkbuf_8"
  htree_levels: 2
  clk_path_buf_depth: 2
  cts_hold_buf: 0
  cts_tree: "done"
  clk_pin_slew_ns: 0.08
  clkLatencyLatePin_ns: 0.29
  cts_made_buffers: 5
run:
  warnings: 33
  cap_violations: 0
yosys:
  edf_count: 0
  ys.flop_type: "dfrtp_1"
  ys_chip_area_um2: 2860
  ys_sh_aoi: 0.0705
  logic_family: "simple AND/OR/NAND/NOR gates"
  ys_warn_count: 0
  xor_share: 0.178
  synth_area_um2: 2860
  topCellsByArea: "dfrtp_1 36%, xnor2_1 10%, xor2_1 7.4%"
  postSynthSeqShare: 0.396
  synthCells: 300
  adder_share: 0.0569
  synth_top_area_share: 0.359
  async_flop_share: 1.00
  simple_gate_share: 0.252
  avgSynthCellArea_um2: 9.53
  ys_cells: 300
  synth-seq-cells: 45
  synth_cell_types: 49
  yosys.area.top_type: "dfrtp_1"
  ys_sh_mux: 0.0149
min_path:
  hp-start: "pvld_col_msk_pre"
  min_path_cells: 0
  worstHoldPathType: "reg -> reg"
  min_to: "pvld_col_msk"
placed_design:
  place_area_um2: 3380
  dpl.hpwl_um: 3920
  dp.cells: 435
  gp_congestion: 0.811
  portBuffers: 44
  place_ws_ns: 0.659
critical_path:
  rr_worst_depth: 10
  critPathLaunchType: "primary input"
  critical_path_required_ns: 3.84
  path_max_fanout: 3
  r2r_end: "tc_row[4]"
  reg2reg_slack_ns: 2.43
  r2r-start: "curr_state[2]"
  end_kind: "output pin"
  critPathArrivalTime_ns: 3.15
  crit_type: "in -> out"
outcome:
  status: "finished clean"
power:
  power_density_nw_per_um2: 225
  power.total_mw: 0.791
  ir_drop_uv: 155
  total_leakage_power_nw: 1.48
==> synth_stat cells (6+ instances only) <==
master,instances
dfrtp_1,41
inv_1,12
nand3_1,14
nor3_1,9
nor2_1,37
nand2_1,26
nor2b_1,6
xor2_1,24
ha_1,13
xnor2_1,34
and3_1,8
a31oi_1,8
o21ai_0,7
==> how the worst max path moves through the flow <==
stage	from	to	slack, ns	cells past startpoint
CTS	cho[0]	conv_done	0.66	9
global route	cho[0]	conv_done	0.52	9
finish	cho[0]	conv_done	0.69	9
==> final cells by class <==
type / instances / share of cell area
Clock inverter: 3 / 0.0185
Sequential cell: 45 / 0.322
Inverter: 12 / 0.0128
Tap cell: 96 / 0.0342
Clock buffer: 5 / 0.0196
Timing Repair Buffer: 46 / 0.128
Multi-Input combinational cell: 236 / 0.465
==> cells in the final DEF, fill, tap and decap left out, types with 3 or more instances in the layout <==
cell type and count:
clkdlybuf4s50_1 43, dfrtp_1 41, nor2_1 37, xnor2_1 34
nand2_1 26, xor2_1 24, nand3_1 14, ha_1 13
inv_1 12, nor3_1 9, and3_1 8, a31oi_1 8
o21ai_0 7, nor2b_1 6, nand4_1 5, clkbuf_8 5
dfstp_2 4, and4_1 3, nand2b_1 3, or2_2 3
==> cell families after synthesis <==
family                     count (synthesis)
and+or+nand+nor                          131
xor gates and xnor gates                  58
DFF                                       45
AOI/OAI and AO/OA                         30
buffers and inverters                     19
adders and majority gates                 13
muxes                                      4
==> per-layer routing <==
layer	vias up	share of wire
li1	1123	-
met1	1001	0.49
met2	37	0.46
met3	4	0.040
met4	0	0.0078
met5	-	0
==> critical path, cell delays in order <==
cell and delay [ns]:
clkdlybuf4s50_1 0.52, inv_1 0.06, ha_1 0.29, xnor2_1 0.12
nor3_1 0.24, and3_1 0.24, nand2_1 0.11, nor2_1 0.15
clkdlybuf4s50_1 0.47
==> power breakdown <==
| group | switching [mW] | internal, mW |
|---|---|---|
| Sequential | 0.000215 | 0.379 |
| Clock | 0.127 | 0.207 |
| Combinational | 0.0348 | 0.0429 |
| Total | 0.162 | 0.629 |
Power is estimated from default activity; no workload was simulated.
