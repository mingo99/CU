--- /design/flow/design.v ---
typedef logic [32-1:0] sum_t;
typedef logic signed [7:0] mult_t;
typedef logic signed [32-1:0] sum_q[$];
module fifomem #(
    parameter DWIDTH = 25,
    parameter AWIDTH = 4
) (   
    input  wire              clk, wen,
    input  wire [AWIDTH-1:0] waddr, raddr,
    input  wire [DWIDTH-1:0] wdata,
    output wire [DWIDTH-1:0] rdata
);   
    localparam DEPTH = 1 << AWIDTH;
    reg [DWIDTH-1:0] mem[DEPTH];
    always @(posedge clk) begin
        if (wen) mem[waddr] <= wdata;
    end
    assign rdata = mem[raddr];
endmodule
module psum_add #(
    parameter DWIDTH = 32,
    parameter PE_DWIDTH = 16
) (
    input wire                        clk,
    input wire                        rstn,
    input wire signed [PE_DWIDTH-1:0] pe_data,
    input wire signed [   DWIDTH-1:0] psum_in,
    output reg signed [DWIDTH-1:0] psum_out
);
    always @(posedge clk or negedge rstn) begin
        if (!rstn) begin
            psum_out <= 0;
        end else begin
            psum_out <= psum_in + pe_data;
        end
    end
endmodule
module rf_psum #(
    parameter DWIDTH = 32,
    parameter AWIDTH = 4,
    parameter PE_DWIDTH = 16
) (
    input wire clk,
    input wire rstn,
    input wire ic_done,
    input wire oc_done,
    input wire                        data_valid,
    input wire signed [PE_DWIDTH-1:0] pe_data,
    output wire                     result_valid,
    output wire signed [DWIDTH-1:0] result
);
    wire ping_full, ping_empty, ping_wren, ping_rden;
    wire pong_full, pong_empty, pong_wren, pong_rden;
    wire [DWIDTH-1:0] psum_out, ping_dout, pong_dout;
    reg psum_out_valid;
    always @(posedge clk or negedge rstn) begin
        if (~rstn) begin
            psum_out_valid <= 1'b0;
        end else begin
            psum_out_valid <= data_valid;
        end
    end
    reg [1:0] oc_done_reg, ic_done_reg;
    always @(posedge clk or negedge rstn) begin
        if (~rstn) begin
            ic_done_reg <= 'b0;
            oc_done_reg <= 'b0;
        end else begin
            ic_done_reg <= {ic_done_reg[0], ic_done};
            oc_done_reg <= {oc_done_reg[0], oc_done};
        end
    end
    wire psum_in_valid, switch_en;
    assign psum_in_valid = ic_done_reg[1];
    assign switch_en = oc_done_reg[1];
    reg fifo_sel;
    always @(posedge clk or negedge rstn) begin
        if (~rstn) begin
            fifo_sel <= 1'b0;
        end else if (switch_en) begin
            fifo_sel <= ~fifo_sel;
        end
    end
    reg ping_psum_state, ping_sum_state;
    reg pong_psum_state, pong_sum_state;
    wire ping_psum_state_nxt, ping_sum_state_nxt;
    wire pong_psum_state_nxt, pong_sum_state_nxt;
    assign ping_psum_state_nxt = ping_psum_state ? ~switch_en : psum_in_valid & ~fifo_sel;
    assign pong_psum_state_nxt = pong_psum_state ? ~switch_en : psum_in_valid & fifo_sel;
    assign ping_sum_state_nxt  = ping_sum_state ? ~ping_empty : switch_en & ~fifo_sel;
    assign pong_sum_state_nxt  = pong_sum_state ? ~pong_empty : switch_en & fifo_sel;
    always @(posedge clk or negedge rstn) begin
        if (~rstn) begin
            ping_psum_state <= 1'b0;
            pong_psum_state <= 1'b0;
            ping_sum_state  <= 1'b0;
            pong_sum_state  <= 1'b0;
        end else begin
            ping_psum_state <= ping_psum_state_nxt;
            pong_psum_state <= pong_psum_state_nxt;
            ping_sum_state  <= ping_sum_state_nxt;
            pong_sum_state  <= pong_sum_state_nxt;
        end
    end
    wire [DWIDTH-1:0] psum_in;
    assign psum_in = fifo_sel&pong_psum_state ? pong_dout : (
                ~fifo_sel&ping_psum_state ? ping_dout : 'b0);
    assign ping_wren = ~(ping_full | fifo_sel) & psum_out_valid;
    assign pong_wren = ~pong_full & fifo_sel & psum_out_valid;
    assign ping_rden = ping_sum_state ? ~ping_empty : ~ping_empty & data_valid & ping_psum_state;
    assign pong_rden = pong_sum_state ? ~pong_empty : ~pong_empty & data_valid & pong_psum_state;
    assign result_valid = (ping_sum_state & ping_rden) | (pong_sum_state & pong_rden);
    assign result = fifo_sel ? ping_dout : pong_dout;
    psum_add #(
        .DWIDTH(DWIDTH)
    ) u_psum_add (
        .clk     (clk),
        .rstn    (rstn),
        .pe_data (pe_data),
        .psum_in (psum_in),
        .psum_out(psum_out)
    );
    syncfifo #(
        .DWIDTH(DWIDTH),
        .AWIDTH(AWIDTH)
    ) ping_fifo (
        .clk (clk),
        .rstn(rstn),
        .full(ping_full),
        .wren(ping_wren),
        .din (psum_out),
        .empty(ping_empty),
        .rden (ping_rden),
        .dout (ping_dout)
    );
    syncfifo #(
        .DWIDTH(DWIDTH),
        .AWIDTH(AWIDTH)
    ) pong_fifo (
        .clk (clk),
        .rstn(rstn),
        .full(pong_full),
        .wren(pong_wren),
        .din (psum_out),
        .empty(pong_empty),
        .rden (pong_rden),
        .dout (pong_dout)
    );
endmodule
module syncfifo #(
    parameter DWIDTH = 8,
    parameter AWIDTH = 4
) (   
    input  wire                 clk, rstn,
    input  wire                 wren, rden,
    input  wire [DWIDTH-1:0]    din,
    output wire [DWIDTH-1:0]    dout,
    output wire                 full,
    output wire                 empty
);  
    parameter DEPTH = 1 << AWIDTH;
    reg [AWIDTH-1:0] wptr, rptr;
    wire [AWIDTH-1:0] wptr_nxt, rptr_nxt;
    reg  [AWIDTH:0] pptr;
    wire [AWIDTH:0] pptr_nxt;
    assign empty = pptr == 0;
    assign full = pptr == DEPTH;
    assign pptr_nxt = ~(wren^rden) ? pptr : (
                    wren&(~full) ? pptr + 1'b1 : (
                    rden&(~empty) ? pptr - 1'b1 : pptr));
    always @(posedge clk or negedge rstn) begin
        if (~rstn) begin
            pptr <= 0;
        end else begin
            pptr <= pptr_nxt;
        end
    end
    assign wptr_nxt = wren & (~full) ? wptr + 1'b1 : wptr;
    always @(posedge clk or negedge rstn) begin
        if (~rstn) begin
            wptr <= 0;
        end else begin
            wptr <= wptr_nxt;
        end
    end
    assign rptr_nxt = rden & (!empty) ? rptr + 1'b1 : rptr;
    always @(posedge clk or negedge rstn) begin
        if (~rstn) begin
            rptr <= 0;
        end else begin
            rptr <= rptr_nxt;
        end
    end
    fifomem #(
        .DWIDTH(DWIDTH),
        .AWIDTH(AWIDTH)
    ) u_fifomem (
        .clk  (clk),
        .wen  (wren & (~full)),
        .waddr(wptr),
        .raddr(rptr),
        .wdata(din),
        .rdata(dout)
    );
endmodule
--- /design/flow/config.mk ---
export PLATFORM = sky130hd
export DESIGN_NAME = rf_psum
export DESIGN_NICKNAME = rf_psum
export VERILOG_FILES = /design/flow/design.v
export SDC_FILE = /design/flow/constraint.sdc
export NUM_CORES = 4
export LEC_CHECK = 1
export CORE_UTILIZATION = 30
export SYNTH_HDL_FRONTEND = slang
--- /design/flow/constraint.sdc ---
current_design rf_psum

set clk_period 17.0
set clk_io_pct 0.2

create_clock -name clk0 -period $clk_period [get_ports {clk}]

set non_clock_inputs [all_inputs -no_clocks]
set_input_delay [expr $clk_period * $clk_io_pct] -clock clk0 $non_clock_inputs
set_output_delay [expr $clk_period * $clk_io_pct] -clock clk0 [all_outputs]
--- /design/flow/run.sh ---
#!/bin/bash
# OpenROAD 26Q1-2900-gdf79404cd8, Yosys 0.63+post, stock flow scripts
make -C /OpenROAD-flow-scripts/flow DESIGN_CONFIG=/design/flow/config.mk WORK_HOME=/design/flow/orfs finish
==> flow_summary.ini <==
; generated from flow reports
[run_status]
status = finished, final reports clean

[setup_path]
worstPathRequired_ns = 13.60
crit_chain = buf_4 > buf_4 > mux4_1 > mux4_2 > mux2_2 > clkdlybuf4s50_1
path_max_fanout = 35
crit-reg2reg-launch = pong_fifo.rptr[0]
crit_start = pong_fifo.rptr[0]
setup.reg_to_reg.worst_slack_ns = 10.94
timing.critical_path.slowest_stage_cell = sky130_fd_sc_hd__dfrtp_4
endpoint_of_the_worst_register_to_register_path = u_psum_add.psum_out[28]
crit_arrival_ns = 4.91
worst_r2r_path_depth = 13
path_common_cell = sky130_fd_sc_hd__buf_4
worst_path_largest_cell_delay_ns = 0.86
worstSetupEndpointType = primary output
critical_path.endpoint = result[10]
cp-start-kind = register
timing.setup.critical_path_class = register to primary output

[final_layout]
area_occupied_by_registers_um2 = 32500
largest_registers = ping_fifo.u_fifomem.mem x512, pong_fifo.u_fifomem.mem x512, u_psum_add.psum_out x32
final_core_utilization_pct = 34.6
post_route_cells_drive_above_1_share_pct = 26.8
final_instance_count_without_filler_cells = 4076
nFillCells = 13100
area_growth_syn_to_layout_pct = 14.1
final_cell_area_um2 = 49800
mi_logic_area_um2 = 10700

[drt]
vias = 20500
iteration_count_of_the_initial_detailed_routing_pass = 24
drt-wirelength-per-cell_um = 26.0
drc = 0
vias_per_cell = 5.04
route.final.wire_length_um = 106000
postRouteAntennaNets = 0
drt_iter0_drc = 1235
antenna_cells_inserted = 0

[global_routing]
gr-usage-all-layers_pct = 15.8
grt_antenna_before_repair = 1
grt_max_degree = 102
total_global_routing_overflow = 0
grt_first_pass_wirelength_um = 155000
grt_pass1_vias = 22900

[power_and_ir_drop]
post-layout-total-power_mw = 9.17
power.density_cell_area_nw_per_um2 = 184
vdd.ir_drop.worst_uv = 123
static-leakage-power_nw = 15.9

[floorplan]
core_um2 = 144000
fp.dieH_um = 383
dieArea_um2 = 147000
floorplan.core_util_pct = 30.3
core.rowCount = 139
io-pin-count = 54
chipWidth_um = 383

[clock_tree]
post_cts.resized_instances = 0
number_of_setup_buffers_added_after_cts = 0
insertion_delay_ns = 0.68
cts_htree_levels = 3
cts.sinks = 1092
cts_stage_hold_buffer_count = 0
tritoncts_clock_tree = built
tritoncts.num_buffers = 100
clock-root-buffer = sky130_fd_sc_hd__clkbuf_16
cts_max_path_buffers = 3
clkSlewWorstSetupHoldPaths_ns = 0.06

[synth]
syn_inst = 1975
post_synth.cell_area_avg_um2 = 22.1
ys_ff = 1092
postSynthSeqShare_pct = 74.4
ys_dominant_reg_cell = sky130_fd_sc_hd__edfxtp_1
async_reset_ff_share_pct = 6.23
synthDistinctLibCells = 57
total_standard_cell_area_after_synthesis_um2 = 43600
yosys-stat-cells = 1975
ys_warn_count = 0
edf_count = 1024
ys_chip_area_um2 = 43600

[place]
io_buffers = 53
dp_worst_setup_slack_ns = 9.30
dpl-instance-area_um2 = 46600
placedCellCount = 3891
detailedPlacementHpwl_um = 62300
place.gp.congestion = 0.914

[sta]
setup-violations-final = 0
final_hold_viol_count = 0
whs_ns = 0.355
fmax_mhz = 120
timing.clock.skew_ns = 0.0241
setup_repair_after_global_routing_missed_its_margin = no
worstMarginPinSlew_ns = 0.991
slew_viol_final = 0
timing.slew.headroom_pct = 33.9
finalWorstPathRequiredPeriod_ns = 8.31
post-route-period-util_pct = 48.9
setup_ws_ns = 8.69
finalSetupTns_ns = 0

[worst_hold_path]
min-delay-path-class = register to register

[flow_run]
cap_viol_max_count = 0
warnings = 36
## cells in the mapped netlist (all sizes together) (4+ instances only)
master	n	area, um^2
a21o	18	135
mux4	315	7160
buf	41	290
xor2	20	175
mux2	39	439
ha	49	613
nand2	45	169
nand2b	5	31.3
mux2i	5	50.1
a22o	31	272
nand4	9	56.3
and3	4	25.0
nor3	10	50.1
inv	11	41.3
and2	34	213
dfrtp	68	1700
nand3	11	55.1
a21oi	35	175
o21bai	5	37.5
edfxtp	1024	30700
nor2	34	128
xnor2	31	272
a211oi	7	52.6
clkbuf	52	195
o21ai	21	105
a211o	5	43.8
## how the worst min path moves through the flow
stage / from / cells after the start / slack (ns) / to
after global routing: oc_done_reg[0] / 0 / 0.37 / oc_done_reg[1]
final: ic_done_reg[0] / 0 / 0.35 / ic_done_reg[1]
after CTS: ic_done_reg[0] / 0 / 0.36 / ic_done_reg[1]
## metal layers
layer | up-vias | track usage, % | wire length, um
met5 | - | 1.56 | 309
met4 | 11 | 2.37 | 1950
met1 | 10100 | 16.3 | 32400
li1 | 8574 | - | -
met2 | 1683 | 20.9 | 44400
met3 | 147 | 18.4 | 26700
## final cells by class
type	count	area share (%)
inverter	11	0.0829
multi-input combinational	779	21.5
sequential	1092	65.2
clock inverter	55	0.987
tap	1903	4.78
timing repair buffer	106	1.91
clock buffer	130	5.54
## worst max-delay path: cells and delay by family, from the launching register on
family | cells | cell delay (ns)
buffers and inverters | 3 | 1.80
muxes | 3 | 1.45
DFF | 1 | 0.86
## where the power goes
| group | total (mW) | internal [mW] | switching, mW |
|---|---|---|---|
| registers | 4.07 | 3.58 | 0.490 |
| logic | 2.87 | 1.40 | 1.48 |
| clock network | 2.22 | 1.26 | 0.956 |
## cells in the final DEF (no fill, tap or decap), types with 31 or more instances in the layout
| cell type | count |
|---|---|
| sky130_fd_sc_hd__mux4_2 | 297 |
| sky130_fd_sc_hd__mux2_2 | 39 |
| sky130_fd_sc_hd__buf_4 | 52 |
| sky130_fd_sc_hd__nand2_1 | 45 |
| sky130_fd_sc_hd__a22o_1 | 31 |
| sky130_fd_sc_hd__edfxtp_1 | 1024 |
| sky130_fd_sc_hd__a21oi_1 | 35 |
| sky130_fd_sc_hd__and2_2 | 33 |
| sky130_fd_sc_hd__clkdlybuf4s50_1 | 52 |
| sky130_fd_sc_hd__clkbuf_16 | 103 |
| sky130_fd_sc_hd__dfrtp_1 | 59 |
| sky130_fd_sc_hd__ha_1 | 49 |
| sky130_fd_sc_hd__xnor2_1 | 31 |
| sky130_fd_sc_hd__nor2_1 | 33 |
## kinds of logic after synthesis
family / Yosys count / synth area share [%]
fa+ha+maj: 52 / 1.54
compound gates: 149 / 2.39
flops: 1092 / 74.4
buf+inv: 104 / 1.21
simple gates: 168 / 1.94
xor+xnor: 51 / 1.02
mux: 359 / 17.5
Power and IR drop assume default switching activity.
